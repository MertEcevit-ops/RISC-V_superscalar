==> ./run.sh <==
#!/bin/bash
# OpenROAD 26Q1-2900-gdf79404cd8, Yosys 0.63+post, stock flow scripts
make -C /OpenROAD-flow-scripts/flow DESIGN_CONFIG=/design/flow/config.mk WORK_HOME=/design/flow/orfs finish
==> ./config.mk <==
export PLATFORM = sky130hd
export DESIGN_NAME = BranchPredictor
export DESIGN_NICKNAME = BranchPredictor
export VERILOG_FILES = /design/flow/design.v
export SDC_FILE = /design/flow/constraint.sdc
export NUM_CORES = 4
export LEC_CHECK = 1
export CORE_UTILIZATION = 50
==> ./constraint.sdc <==
current_design BranchPredictor

set clk_period 37.1
set clk_io_pct 0.2

create_clock -name clk0 -period $clk_period [get_ports {clk_i}]

set non_clock_inputs [all_inputs -no_clocks]
set_input_delay [expr $clk_period * $clk_io_pct] -clock clk0 $non_clock_inputs
set_output_delay [expr $clk_period * $clk_io_pct] -clock clk0 [all_outputs]
==> ./design.v <==
module BranchPredictor #(
    parameter SUPPORT_BRANCH_PREDICTION = 1,
    parameter NUM_BTB_ENTRIES  = 32,
    parameter NUM_BTB_ENTRIES_W = 5,
    parameter NUM_BHT_ENTRIES  = 512,
    parameter NUM_BHT_ENTRIES_W = 9,
    parameter RAS_ENABLE       = 1,
    parameter NUM_RAS_ENTRIES  = 8,
    parameter NUM_RAS_ENTRIES_W = 3
)(
    input  logic         clk_i,
    input  logic         rst_i,
    input  logic         invalidate_i,
    input  logic         branch_request_i,
    input  logic         branch_is_taken_i,
    input  logic         branch_is_not_taken_i,
    input  logic [31:0]  branch_source_i,
    input  logic [31:0]  branch_pc_i,
    input  logic         branch_is_call_i,
    input  logic         branch_is_ret_i,
    input  logic         branch_is_jmp_i,
    input  logic [31:0]  pc_f_i,
    input  logic         pc_accept_i,
    output logic [31:0]  next_pc_o,
    output logic         predicted_taken_o
);
    logic [1:0] bht_table [NUM_BHT_ENTRIES-1:0];
    logic [NUM_BHT_ENTRIES_W-1:0] bht_index;
    assign bht_index = pc_f_i[NUM_BHT_ENTRIES_W+1:2];
    logic [1:0] bht_value;
    always_ff @(posedge clk_i) begin
        if (rst_i || invalidate_i)
            for (int i = 0; i < NUM_BHT_ENTRIES; i++)
                bht_table[i] <= 2'b01;  
        else if (branch_request_i) begin
            if (branch_is_taken_i && bht_table[bht_index] != 2'b11)
                bht_table[bht_index] <= bht_table[bht_index] + 1;
            else if (branch_is_not_taken_i && bht_table[bht_index] != 2'b00)
                bht_table[bht_index] <= bht_table[bht_index] - 1;
        end
    end
    assign bht_value = bht_table[bht_index];
    assign predicted_taken_o = (bht_value[1] == 1'b1);
    logic [31:0] btb_target [NUM_BTB_ENTRIES-1:0];
    logic [NUM_BTB_ENTRIES-1:0] btb_valid;
    logic [NUM_BTB_ENTRIES_W-1:0] btb_index;
    assign btb_index = pc_f_i[NUM_BTB_ENTRIES_W+1:2];
    always_ff @(posedge clk_i) begin
        if (rst_i || invalidate_i)
            btb_valid <= '0;
        else if (branch_request_i && branch_is_taken_i) begin
            btb_target[btb_index] <= branch_pc_i;
            btb_valid[btb_index]  <= 1'b1;
        end
    end
    logic [31:0] ras_stack [NUM_RAS_ENTRIES-1:0];
    logic [NUM_RAS_ENTRIES_W-1:0] ras_ptr;
    logic [31:0] ras_top;
    always_ff @(posedge clk_i) begin
        if (rst_i)
            ras_ptr <= 0;
        else if (branch_request_i) begin
            if (branch_is_call_i) begin
                ras_stack[ras_ptr] <= branch_pc_i;
                ras_ptr <= ras_ptr + 1;
            end
            else if (branch_is_ret_i) begin
                ras_ptr <= ras_ptr - 1;
            end
        end
    end
    assign ras_top = ras_stack[ras_ptr - 1];
    always_comb begin
        if (btb_valid[btb_index]) begin
            if (RAS_ENABLE && branch_is_ret_i)
                next_pc_o = ras_top;
            else
                next_pc_o = btb_target[btb_index];
        end else begin
            next_pc_o = pc_f_i + 4;
        end
    end
endmodule
==> flow_summary.yaml <==
# generated from flow reports
pwr:
  peakVddDrop_v: 0.0000532
  swShare: 0.254
  p_leak_nw: 34.0
  clkPwrFrac: 0.392
  combPwrFrac: 0.101
  power.internal_w: 0.00432
  power_density_mw_per_mm2: 49.2
  p_sw_w: 0.00147
  power_frac_seq: 0.507
drt:
  ant_nets: 0
  drt_iter0_markers: 4300
  drc: 0
  via_per_inst: 6.70
  drt-pass1-iter-count: 21
  wirelength_um: 320000
  wire_per_inst_um: 33.8
  vias: 63400
clock_tree:
  ctsResizeCount: 0
  cts_setup_buffers: 0
  numCtsBuffers: 233
  cts_sinks: 2339
  tritoncts: "done"
  hold_buffers: 0
  clk_path_buf_depth: 3
  clk_latency_ns: 0.91
  clk_pin_slew_worst_paths_ns: 0.06
  cts-htree-levels: 4
  clockRootBuffer: "clkbuf_16"
timing:
  maxSlewHeadroom: 0.329
  drv_slew: 0
  hold_viol: 0
  worst_slew_pin_slew_ns: 0.981
  final.setup_skew_ns: 0.0471
  finalSetupViolCount: 0
  post-route-period-util: 0.557
  rsz0062_at_grt: "no"
  setup_ws_ns: 16.44
  min_period_ns: 20.66
  clock.fmax_mhz: 48.4
  final.setup.tns_ns: 0
synth:
  synthFlopType: "edfxtp_1"
  ys_area_mm2: 0.107
  edf_count: 2304
  top_cell_area_share: 0.649
  post-synth-top-count-cell: "edfxtp_1"
  synthCells: 6529
  yosysWarnings: 1
  postSynthSeqShare: 0.655
  top_cells_by_count: "edfxtp_1, mux4_2, clkbuf_1, nand3_1, nor4_2"
  synth.area.top_cells: "edfxtp_1, mux4_2, nor4_2"
  synth_area_per_cell_um2: 16.3
  yosysTopAreaCell: "edfxtp_1"
  ys_cells: 6529
  async_reset_ff_frac: 0
  synth_flops: 2339
  synth_cell_types: 80
  synth.cell_area_mm2: 0.107
floorplan:
  initCoreUtil: 0.503
  core_area_mm2: 0.212
  die_w_um: 464
  rows: 169
  ioPinCount: 139
  die-area_mm2: 0.215
  die_y_um: 464
placed_design:
  place_ws_ns: 16.18
  gp_congestion: 0.908
  place_hpwl_um: 179000
  io_buffers: 104
setup_path:
  critPathMaxFanout: 58
  start_kind: "primary input"
  cp.arrival_ns: 13.24
  endpoint_kind: "primary output"
  worstPathRequired_ns: 29.68
  path_class: "in2out"
hold_path:
  min_path_type: "reg2reg"
global_routing:
  grt_pass1_vias: 67500
  use_met3: 0.217
  grt_pass1_wl_um: 464000
  antenna_found_initial: 8
  use_met1: 0.443
  grt_start_max_net_pins: 155
  track_usage: 0.333
  grtUsageMet2: 0.472
  grt-ovfl-total: 0
  gr-max-usage-layer: "met2"
status:
  outcome: "completed"
layout:
  drive_gt1_frac: 0.270
  combGateArea_mm2: 0.0333
  num-fill-cells: 16200
  regArea_mm2: 0.0699
  syn_to_final_growth_pct: 10.4
job:
  warnings: 71
  maxCapViolations: 0
## state kept, by name (all words and copies together), names as in the netlist
register and count:
bht_table 1024, ras_stack 256, btb_valid 32, ras_ptr 3, btb_target 1024
## cells by family after synthesis
| group | count (synthesis) | share of synthesized area |
|---|---|---|
| AOI/OAI and AO/OA | 862 | 0.0529 |
| adders and majority gates | 7 | 0.000821 |
| xor gates and xnor gates | 35 | 0.00287 |
| buffers and inverters | 763 | 0.0378 |
| DFF | 2339 | 0.655 |
| and+or+nand+nor | 1749 | 0.113 |
| muxes | 774 | 0.138 |
## final cells by class
class,instances,area share
antenna,3,0.0000638
clock buffer,304,0.0523
clock inverter,133,0.0101
inverter,11,0.000351
multi-input combinational,3427,0.283
sequential,2339,0.594
tap,2821,0.0300
timing repair buffer,424,0.0310
## per-layer routing
layer,up-vias,share of wire
li1,26500,-
met1,31800,0.33
met2,4364,0.46
met3,728,0.16
met4,10,0.045
met5,-,0.00030
## power groups by stage
stage / Sequential (W) / Combinational, W / Clock (W)
final: 0.00294 / 0.000585 / 0.00227
after global routing: 0.00294 / 0.000612 / 0.00240
after CTS: 0.00294 / 0.000580 / 0.00230
## worst max-delay path, stage by stage
cell,delay (ns)
buf_8,0.39
buf_12,0.47
buf_4,0.66
buf_4,0.62
buf_4,0.60
mux4_2,0.58
mux4_2,0.51
nor2b_1,0.17
a211oi_1,0.73
a31oi_1,0.11
buf_4,0.22
nor2_1,0.13
a21oi_1,0.06
clkdlybuf4s50_1,0.42
## path summary, 6_finish.rpt
kind              slack, ns         startpoint               end  depth (start not counted)
setup / recovery      16.44          pc_f_i[2]     next_pc_o[26]                         14
hold / removal         0.46      btb_valid[24]     btb_valid[24]                          2
setup reg to reg      29.69  bht_table[231][0]  bht_table[42][1]                         15
hold reg to reg        0.46      btb_valid[24]     btb_valid[24]                          2
## layout by cell type, fill, tap and decap left out, drive strengths merged, types with 5 or more instances in the layout
cell type and n:
nor3b 6, o31ai 264, a311oi 5, nand3 397, buf 325, xnor2 14
and2 57, o21ai 294, xor2 21, clkinv 118, a22o 15, bufinv 10
clkdlybuf4s50 98, a21oi 79, inv 14, edfxtp 2304, a221oi 20, and3 8
nand2 269, mux4 552, nand4 185, mux2i 208, a2111oi 5, clkbuf 305
nor2b 38, nand2b 10, o22ai 5, a22oi 87, nor2 205, mux2 14
or3 10, nor3 177, ha 7, a31oi 42, a211oi 29, nor4 367
dfxtp 35
## per-stage QoR
step / cell area, um2 / util / total power, W / hold WS, ns / instances
detailed placement: 110000 / 0.520 / 0.00357 / 0.454 / 9022
global route: 118000 / 0.555 / 0.00595 / 0.487 / 9461
floorplan: 107000 / - / 0.00338 / 0.431 / 6529
CTS: 118000 / 0.555 / 0.00582 / 0.470 / 9459
finish: 118000 / 0.555 / 0.00579 / 0.465 / 9462
global placement: 110000 / 0.520 / 0.00357 / 0.444 / 9022
No activity file was given, so power comes from the tool's default toggle rates.
