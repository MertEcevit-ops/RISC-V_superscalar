[flow/design.v]
module addersub(
    input logic [31:0] A, B,
    input logic Mode,
    output logic [31:0] Result,
    output logic Cout
);
    logic [31:0] B_xor;
    logic [31:0] S_wire;
    logic Cout_wire;
    logic Mode_wire;
    assign Mode_wire = Mode;
    always_comb begin
        B_xor = Mode ? ~B : B;      
    end
    RCA rca (
        .A(A),
        .B(B_xor),
        .Cin(Mode_wire),
        .S(Result),
        .Cout(Cout_wire)
    );
    assign Cout = Cout_wire;  
endmodule
module RCA (
    input logic [31:0] A, B, 
    output logic Cin,
    output logic [31:0] S,
    output logic Cout
);
    logic [31:0] C_wire;
    logic [31:0] S_wire;
    genvar i;
    generate
        for (i = 0; i < 32; i++) begin : FA_loop
            if (i == 0) begin
                FA fa (
                    .A(A[i]),
                    .B(B[i]),
                    .Cin(Cin),
                    .S(S[i]),
                    .Cout(C_wire[i])
                );
            end else begin
                FA fa (
                    .A(A[i]),
                    .B(B[i]),
                    .Cin(C_wire[i-1]),
                    .S(S[i]),
                    .Cout(C_wire[i])
                );
            end
        end
    endgenerate
    assign Cout = C_wire[31];
endmodule
module FA (
    input logic A, B, Cin,
    output logic S, Cout
);
    assign S = A ^ B ^ Cin;  
    assign Cout = (A & B) | (Cin & (A ^ B));  
endmodule
[flow/run.sh]
#!/bin/bash
# OpenROAD 26Q1-2900-gdf79404cd8, Yosys 0.63+post, stock flow scripts
make -C /OpenROAD-flow-scripts/flow DESIGN_CONFIG=/design/flow/config.mk WORK_HOME=/design/flow/orfs finish
[flow/config.mk]
export PLATFORM = sky130hd
export DESIGN_NAME = addersub
export DESIGN_NICKNAME = addersub
export VERILOG_FILES = /design/flow/design.v
export SDC_FILE = /design/flow/constraint.sdc
export NUM_CORES = 4
export LEC_CHECK = 1
export CORE_UTILIZATION = 30
[flow/constraint.sdc]
current_design addersub

set clk_period 29.2
set clk_io_pct 0.2

create_clock -name clk0 -period $clk_period

set non_clock_inputs [all_inputs -no_clocks]
set_input_delay [expr $clk_period * $clk_io_pct] -clock clk0 $non_clock_inputs
set_output_delay [expr $clk_period * $clk_io_pct] -clock clk0 [all_outputs]
==> qor.csv <==
stage;metric;value;unit
run_status;status;completed;
layout;Seq Cell Count;0;
power_and_ir_drop;Pleak;1.029;nW
placed_design;Area after DPL;0.002203;sq mm
logic_synthesis;Synth Seq Share;0;%
floorplanning;width of the die;71.68;microns
floorplanning;total core area;0.004504;sq mm
logic_synthesis;top cells, area;fa_1 (43%), buf_4 (16%), xnor2_1 (16%);
hold_path;worst hold path type;input pin to primary output;
timing;final setup TNS;0;ns
logic_synthesis;ys cells;161;
cts;Post-CTS Setup Bufs;0;
placed_design;dpl cells;276;
timing;Least-Margin Pin Slew;0.5319;ns
critical_path;Worst Path Buf+Inv;6;
hold_path;Worst Hold Launch;A[0];
timing;Max Slew Vio Count;0;
critical_path;critical path launch point type;input pin;
global_routing;antenna violations before repair;0;
placed_design;GP Congestion;0.7602;
power_and_ir_drop;Comb power frac;100.0;%
logic_synthesis;Syn Area/Cell;9.046;sq um
layout;Layout area overhead;51.29;%
global_routing;global-route wire length before repair;4057;microns
critical_path;CP Class;input pin to primary output;
critical_path;Crit Path Max Fanout;32;
critical_path;Top delay family on crit path;adder cells;
floorplanning;I/O Pins;98;
power_and_ir_drop;Switching Fraction;29.05;%
timing;fmax;40.15;MHz
global_routing;vias in the first global route;954;
logic_synthesis;Yosys cell types;10;
critical_path;CP max stage cell;buf_4;
route;Detail Route Antenna Nets;0;
power_and_ir_drop;peak supply drop;0.009264;mV
run;max-cap viol count;0;
timing;RSZ-0062 raised after global routing;false;
logic_synthesis;YS chip area;0.001456;sq mm
power_and_ir_drop;share of power burned in registers;0;%
critical_path;Critical Path Most Common Cell;fa_1;
timing;Final Cycle Share;85.29;%
floorplanning;die area;0.005137;sq mm
global_routing;largest net degree at the start of global routing;33;
floorplanning;FP Util;32.33;%
layout;Top cell excl fill/tap;clkdlybuf4s50_1;
critical_path;crit end category;primary output;
global_routing;Total GRT Usage;9.962;%
timing;Worst slew margin;64.54;%
route;drc violations;0;
layout;most frequent cells in the layout;clkdlybuf4s50_1 (97), inv_1 (61), fa_1 (31);
route;routed vias;1023;
timing;Final Hold Vio Count;0;
power_and_ir_drop;clock network fraction of total power;0;%
critical_path;CP startpoint;Mode;
timing;post-layout min period;24.91;ns
logic_synthesis;area share, top type;42.61;%
global_routing;grt total ovfl;0;
critical_path;CP max stage delay;0.45;ns
layout;post-route cell area;0.002203;sq mm
route;Avg WL per Cell;8.638;microns
timing;Final setup viols;0;
power_and_ir_drop;Cell Pwr Density;25.53;mW/mm^2
layout;layout cell share with drive strength beyond 1;1.786;%
placed_design;port buffer count;98;
critical_path;Critical Path RT;23.36;ns
run;OpenROAD warning count;32;
route;number of DRC markers in iteration 0;16;
logic_synthesis;Syn. warnings;1;
logic_synthesis;Syn Std Cell Area;0.001456;sq mm
route;First-pass DRT Iterations;2;
power_and_ir_drop;net load switching power;0.01634;mW
power_and_ir_drop;Internal;0.03990;mW
placed_design;HPWL after DPL;2212;microns
route;routed wire length;2384;microns
logic_synthesis;Syn Inst Count;161;
layout;Reg area;0;sq um
cts;cts hold-fix bufs;0;
floorplanning;Die Y;71.68;microns
critical_path;WP data arrival;19.07;ns
route;DR vias/cell;3.707;
logic_synthesis;Synth area leader;fa_1;
layout;CLK BUF;0;
cts;cts repair resizes;0;
layout;non-filler instance count after layout;276;
route;diode count;0;
floorplanning;row count;24;
[final cells by class]
type | count | area, sq um
timing repair buffer | 99 | 983.4
inverter | 61 | 229.0
tap | 52 | 65.06
fill | 451 | 2301
multi-input combinational | 64 | 925.9
[cells by family after synthesis]
family                   Yosys count  share of synthesized area [%]
XOR/XNOR                          32                          20.28
adder cells (fa/ha/maj)           31                          42.61
buffers and inverters             97                          36.43
multiplexers                       1                         0.6873
[worst paths after layout]
kind	endpoint	slack [ns]	cells after the start
worst max-delay path	Result[31]	4.29	38
worst min-delay path	Result[0]	12.63	3
[metal layers]
metal	global-route usage [%]	vias to the layer above	part of all wire [%]	routed length [microns]
li1	-	513	-	-
met1	13.93	457	38	894
met2	16.88	53	50	1193
met3	2.996	0	12	297
met4	0	0	0	0
met5	0	-	0	0
[power by group through the flow]
stage / registers, mW / logic [mW] / clock network, mW
CTS: 0 / 0.0580 / 0
global route: 0 / 0.0645 / 0
finish: 0 / 0.0562 / 0
[synth_stat cells]
cell type / n
buf_12: 1
buf_4: 32
buf_6: 1
buf_8: 2
fa_1: 31
inv_1: 61
mux2i_1: 1
xnor2_1: 27
xnor2_2: 2
xor2_1: 3
[worst min-delay path, stage by stage]
cell	delay [ns]
clkdlybuf4s50_1	0.50
xor2_1	0.07
clkdlybuf4s50_1	0.39
[stage by stage]
step	utilization [%]	hold slack, ns	setup slack (ns)	power, mW
final	48.92	12.63	4.295	0.05624
after global routing	48.92	12.65	3.739	0.06447
after CTS	48.92	12.63	4.181	0.05797
after detailed placement	48.92	12.63	4.227	0.05788
after global placement	48.92	12.62	4.213	0.05740
after floorplan	-	11.79	5.266	0.03771
Power figures rest on the tool's default switching activity, not on a simulated workload.
