`config.mk`:
```
export PLATFORM = sky130hd
export DESIGN_NAME = RegFile
export DESIGN_NICKNAME = RegFile
export VERILOG_FILES = /design/flow/design.v
export SDC_FILE = /design/flow/constraint.sdc
export NUM_CORES = 4
export LEC_CHECK = 1
export CORE_UTILIZATION = 30
```
`run.sh`:
```
#!/bin/bash
# OpenROAD 26Q1-2900-gdf79404cd8, Yosys 0.63+post, stock flow scripts
make -C /OpenROAD-flow-scripts/flow DESIGN_CONFIG=/design/flow/config.mk WORK_HOME=/design/flow/orfs finish
```
`constraint.sdc`:
```
current_design RegFile

set clk_period 6.2
set clk_io_pct 0.2

create_clock -name clk0 -period $clk_period [get_ports {clk}]

set non_clock_inputs [all_inputs -no_clocks]
set_input_delay [expr $clk_period * $clk_io_pct] -clock clk0 $non_clock_inputs
set_output_delay [expr $clk_period * $clk_io_pct] -clock clk0 [all_outputs]
```
`design.v`:
```
module RegFile (
    input  logic         clk,
    input  logic         we0,
    input  logic         we1,
    input  logic [4:0]   waddr0,
    input  logic [4:0]   waddr1,
    input  logic [31:0]  wdata0,
    input  logic [31:0]  wdata1,
    input  logic [4:0]   raddr0,
    input  logic [4:0]   raddr1,
    output logic [31:0]  rdata0,
    output logic [31:0]  rdata1
);
    logic [31:0] regs [0:31];
    integer i;
    initial for (i = 0; i < 32; i++) regs[i] = 32'h0;
    always_ff @(posedge clk) begin
        if (we0 && waddr0 != 5'd0)
            regs[waddr0] <= wdata0;
        if (we1 && waddr1 != 5'd0)
            regs[waddr1] <= wdata1;
    end
    always_comb begin
        rdata0 = (raddr0 == 5'd0) ? 32'h0 : regs[raddr0];
        rdata1 = (raddr1 == 5'd0) ? 32'h0 : regs[raddr1];
    end
endmodule
```
==> impl_metrics.yaml <==
# generated from flow reports
clock_network:
  cts.sinks: 1024
  cts_tree: "done"
  cts_resized: 0
  cts_buffers: 116
  clk_pin_slew_ns: 0.06
  cts_setup_buffers: 0
  clockRootBuffer: "clkbuf_16"
  cts_buffer_depth: 3
  htree_levels: 3
  hold_buffers: 0
sta:
  worst_pin_slew_ns: 0.959
  final.setup.tns_ns: 0
  slew_headroom: 0.359
  finalSetupViolCount: 0
  period_minus_slack_ns: 5.64
  fmax_mhz: 177
  final.period_utilization: 0.910
  timing.final.max_slew_violations: 0
  hold_violations: 0
  rsz0062_at_grt: "no"
floorplanning:
  fp.dieW_microns: 451
  row_count: 164
  fp_util: 0.303
  chipArea_sq_um: 204000
  pin_count: 151
  core-area_sq_um: 200000
  die_h_microns: 451
cells_and_area:
  area_growth_pct: 14.6
  mostFrequentLayoutCells: "1024 x edfxtp_1, 754 x mux2_2, 448 x mux4_2, 302 x mux2_1, 231 x buf_4"
  instances_no_fill: 6563
  final_layout_size_suffix_gt1_frac: 0.442
  lay_top_count: "edfxtp_1"
  fin_util: 0.347
  top_register: "regs"
  largest_register_ff_count: 1024
  reg_top3: "regs x1024"
  finalInstanceArea_sq_um: 69500
placed_design:
  place_congestion: 0.932
  placed_area_sq_um: 65900
  dp.final_hpwl_mm: 135
  io_buffer_count: 150
  dpl.cell_count: 6342
drt:
  antenna_left: 0
  drc: 0
  firstDrtPassIters: 5
  dr_total_vias: 38296
  wirelength_mm: 227
  drtIter0Drc: 2407
  via_per_inst: 5.84
  wl_per_cell_microns: 34.6
setup_path:
  critPathCaptureType: "output pin"
  critPathKind: "in2out"
  path_max_fanout: 44
  cp.arrival_ns: 4.40
  worst-endpoint-required_ns: 4.96
  critPathLaunchType: "input pin"
global_route:
  grt-ovfl-total: 0
  grt_pass1_vias: 40610
  grt_antenna_before_repair: 15
  track_usage: 0.234
  grt_pass1_wl_mm: 316
  grt_max_degree: 66
synth:
  yosysSeqAreaShare: 0.507
  synth-edff-count: 1024
  ys.warnings.count: 1
  ys.flop_type: "edfxtp_1"
  ys_ff: 1024
  synth_cell_types: 46
  yosys.area.top_type: "edfxtp_1"
  syn_avg_cell_area_sq_um: 16.1
  synth_stat.cells: 3772
  synth_area_sq_um: 60600
  async_flop_share: 0
  synth_cells: 3772
  yosysTopAreaCellShare: 0.507
  synth-area-yosys_sq_um: 60600
  topCellsByArea: "edfxtp_1 51%, mux4_2 17%, mux2_2 14%"
flow_run:
  warning_count: 26
  maxCapViolCount: 0
worst_hold_path:
  hold_depth: 2
  worstHoldPathType: "in2reg"
  min_from: "wdata0[7]"
  min_to: "regs[0][7]"
pwr:
  p_leak_nw: 22.1
  p_per_area_nw_per_um2: 242
  ir_worst_vdd_mv: 0.238
run_status:
  status: "finished, final reports clean"
## cells by family after synthesis
logic type | synth area share
AND-OR/OR-AND | 0.0467
AND/OR/NAND/NOR | 0.0174
buffers and inverters | 0.0447
flip-flops | 0.507
other | 0.0000619
multiplexers | 0.384
## metal layers
layer | GRT usage | up-vias | wire (microns)
li1 | - | 15545 | -
met1 | 0.254 | 19636 | 73100
met2 | 0.352 | 2498 | 105000
met3 | 0.156 | 611 | 34600
met4 | 0.114 | 6 | 13900
met5 | 0.00326 | - | 99
## cells in the mapped netlist, types with 2 or more instances
cell type	count
mux4_2	448
edfxtp_1	1024
a211oi_1	64
nand2b_1	5
o22ai_1	16
mux2i_1	128
and2_1	2
or2_1	3
nand3_1	6
clkbuf_4	2
mux2_2	754
nand3b_4	3
a221oi_1	49
a311oi_1	64
clkbuf_1	287
inv_2	2
o31ai_1	2
buf_2	140
nor2b_1	70
buf_1	3
buf_6	35
buf_4	64
o21ai_0	22
nor2_2	4
nor3b_2	3
nor2b_2	2
o2111ai_1	15
mux2_1	302
nand2_1	52
o21ai_1	104
a22oi_1	64
nor2_1	16
nor2_4	4
## worst max-delay path, stage by stage
cell,delay [ns]
buf_8,0.39
buf_4,0.34
or4_2,0.55
buf_12,0.25
o21ai_1,0.17
a311oi_1,0.70
clkdlybuf4s50_1,0.61
## power by group
group	leakage (nW)	switching [W]	internal [W]	total, W
sequential	9.27	0.0000725	0.00782	0.00789
clock	1.77	0.00293	0.00375	0.00668
combinational	11.1	0.00120	0.00102	0.00221
total	22.1	0.00420	0.0126	0.0168
## how the worst max path moves through the flow
stage / slack (ns) / endpoint / startpoint
global route: 0.50 / rdata1[4] / raddr1[4]
CTS: 0.55 / rdata0[15] / raddr0[1]
finish: 0.56 / rdata0[15] / raddr0[1]
## final cells by class
cell class	instances	area, sq um
fillers	18953	131000
flip-flops and latches	1024	30700
multi-input cells	2245	27900
repair buffers	415	3920
well taps	2656	3320
clock buffers	140	2990
clock inverters	71	608
diodes	10	25.0
inverters	2	12.5
## through the flow
step,total power (W),setup slack (ns),hold WS [ns]
floorplan,0.00935,1.67,1.41
global placement,0.0102,0.503,2.08
detailed placement,0.0102,0.553,2.08
CTS,0.0169,0.547,1.27
global route,0.0172,0.498,1.33
finish,0.0168,0.561,1.31
No activity file was given, so power comes from the tool's default toggle rates.
